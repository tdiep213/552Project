--- design.v ---
module control(
    RegWrite,    
    Iformat,     
    PcSel,       
    RegJmp,      
    Pc2Reg,      
    MemEnable,   
    MemWr,       
    ALUcntrl,    
    Val2Reg,     
    ALUSel,      
    ImmSel,      
    Halt,        
    LinkReg,     
    ctrlErr,     
    Instr,       
    Zflag, 
    Sflag
);
    output reg RegWrite, Iformat, PcSel, RegJmp, Pc2Reg, MemEnable, MemWr, Val2Reg, ALUSel, Halt, ctrlErr;
    output reg [1:0] LinkReg;  
    output reg [2:0] ImmSel;
    output reg[4:0] ALUcntrl;
    input wire[4:0] Instr;
    input wire Zflag, Sflag;
    always @* begin
        casez(Instr[4:0])
            5'b000??: begin  
                  PcSel         = 1'b0;     
                  RegJmp        = 1'b0;     
                  Pc2Reg        = 1'b0;     
                  Val2Reg       = 1'b0;     
                  ALUSel        = 1'b1;     
                  LinkReg[1:0]  = 2'b00;    
                  Iformat       = 1'b1;     
                  ImmSel[2:0]   = 3'b100;   
                  RegWrite      = 1'b0;     
                  MemWr         = 1'b0;     
                  MemEnable     = 1'b0;     
                case(Instr[1:0])
                    2'b00: begin
                          Halt = 1'b1;  
                          ALUcntrl = ALUcntrl;  
                    end
                    2'b01: begin     
                          Halt = 1'b0;  
                          ALUcntrl = ALUcntrl;  
                    end
                    2'b10: begin     
                          Halt = 1'b1;  
                          ALUcntrl = ALUcntrl;  
                    end
                    2'b11: begin     
                          Halt = 1'b0;  
                          ALUcntrl = 5'b00001;  
                    end
                    default:   ctrlErr = 1'b1;
                endcase
            end
            5'b010??, 5'b101??: begin    
                  RegWrite      = 1'b1;         
                  PcSel         = 1'b0;         
                  RegJmp        = 1'b0;         
                  Pc2Reg        = 1'b0;         
                  MemEnable     = 1'b0;         
                  MemWr         = 1'b0;         
                  Val2Reg       = 1'b0;         
                  ALUSel        = 1'b1;         
                  Halt          = 1'b0;         
                  LinkReg[1:0]  = 2'b00;        
                  Iformat       = 1'b1;         
                  ALUcntrl[4:0] = Instr[4:0];   
                case(Instr[1])
                    1'b0:   ImmSel[2:0] = 3'b100;    
                    1'b1:   ImmSel[2:0] = 3'b000;    
                    default:   ctrlErr = 1'b1;
                endcase
            end
            5'b1000?: begin 
                  PcSel         = 1'b0;         
                  RegJmp        = 1'b0;         
                  Pc2Reg        = 1'b0;         
                  ALUSel        = 1'b1;         
                  Halt          = 1'b0;         
                  LinkReg[1:0]  = 2'b00;        
                  Iformat       = 1'b1;         
                  ALUcntrl[4:0] = 5'b01000;     
                  ImmSel[2:0]   = 3'b100;       
                case(Instr[0])
                    1'b0: begin  
                          Val2Reg = 1'b1;           
                          RegWrite = 1'b0;          
                          MemWr = 1'b1;             
                          MemEnable = 1'b1;         
                    end
                    1'b1: begin  
                          Val2Reg   = 1'b0;     
                          RegWrite  = 1'b1;     
                          MemWr     = 1'b0;     
                          MemEnable = 1'b1;     
                    end
                    default:   ctrlErr = 1'b1;
                endcase
            end   
            5'b10011: begin  
                  PcSel         = 1'b0;     
                  RegJmp        = 1'b0;     
                  Pc2Reg        = 1'b0;     
                  Val2Reg       = 1'b0;     
                  ALUSel        = 1'b1;     
                  Halt          = 1'b0;     
                  LinkReg[1:0]  = 2'b00;    
                  Iformat       = 1'b1;     
                  ALUcntrl[4:0] = 5'b01000; 
                  ImmSel[2:0]   = 3'b100;   
                  RegWrite      = 1'b1;     
                  MemWr         = 1'b1;     
                  MemEnable     = 1'b1;     
            end
            5'b11001, 5'b1101?, 5'b111??: begin      
                  PcSel         = 1'b0;         
                  RegJmp        = 1'b0;         
                  Pc2Reg        = 1'b0;         
                  Val2Reg       = 1'b0;         
                  ALUSel        = 1'b0;         
                  Halt          = 1'b0;         
                  LinkReg[1:0]  = 2'b00;        
                  Iformat       = 1'b0;         
                  ALUcntrl[4:0] = Instr[4:0];   
                  ImmSel[2:0]   = 3'b000;       
                  RegWrite      = 1'b1;         
                  MemWr         = 1'b0;         
                  MemEnable     = 1'b0;         
            end
            5'b011??: begin
                  RegJmp        = 1'b0;         
                  Pc2Reg        = 1'b0;         
                  Val2Reg       = 1'b0;         
                  ALUSel        = 1'b0;         
                  Halt          = 1'b0;         
                  LinkReg[1:0]  = 2'b01;        
                  Iformat       = 1'b1;         
                  ALUcntrl[4:0] = Instr[4:0];   
                  ImmSel[2:0]   = 3'b101;       
                  RegWrite      = 1'b0;         
                  MemWr         = 1'b0;         
                  MemEnable     = 1'b0;         
                case(Instr[1:0])
                    2'b00:   PcSel = Zflag;     
                    2'b01:   PcSel = ~Zflag;    
                    2'b10:   PcSel = Sflag;     
                    2'b11:   PcSel = ~Sflag;    
                    default:   ctrlErr = 1'b1;
                endcase
            end
            5'b11000, 5'b10010: begin  
                  PcSel         = 1'b0;     
                  RegJmp        = 1'b0;     
                  Pc2Reg        = 1'b0;     
                  Val2Reg       = 1'b0;     
                  ALUSel        = 1'b1;     
                  Halt          = 1'b0;     
                  LinkReg[1:0]  = 2'b01;    
                  Iformat       = 1'b1;     
                  ALUcntrl[4:0] = 5'b11000; 
                  RegWrite      = 1'b1;     
                  MemWr         = 1'b0;     
                  MemEnable     = 1'b0;     
                case(Instr[4:0])
                    5'b11000:   ImmSel[2:0] = 3'b101;  
                    5'b10010:   ImmSel[2:0] = 3'b001;   
                    default:    ctrlErr = 1'b1;
                endcase
            end
            5'b001??: begin 
                  PcSel         = 1'b1;         
                  Val2Reg       = 1'b0;         
                  ALUSel        = 1'b1;         
                  Halt          = 1'b0;         
                  LinkReg[1:0]  = 2'b10;        
                  Iformat       = 1'b1;         
                  ALUcntrl[4:0] = 5'b01000;     
                  MemWr         = 1'b0;         
                case(Instr[0])
                    1'b0:  begin 
                          RegJmp        = 1'b0;            
                          ImmSel[2:0]   = 3'b110;          
                        case(Instr[1])  
                            1'b0: begin  
                                  Pc2Reg   = 1'b0;         
                                  RegWrite = 1'b0;         
                                  MemEnable= 1'b0;         
                            end
                            1'b1: begin  
                                  Pc2Reg   = 1'b1;         
                                  RegWrite = 1'b1;         
                                  MemEnable= 1'b1;         
                            end
                            default:   ctrlErr = 1'b1;  
                        endcase
                    end
                    1'b1: begin
                          RegJmp        = 1'b1;            
                          ImmSel[2:0]   = 3'b101;          
                        case(Instr[1])
                            1'b0: begin  
                                  Pc2Reg   = 1'b0;         
                                  RegWrite = 1'b0;         
                                  MemEnable= 1'b0;         
                            end
                            1'b1: begin  
                                  Pc2Reg   = 1'b1;         
                                  RegWrite = 1'b1;         
                                  MemEnable= 1'b1;         
                            end
                            default:   ctrlErr = 1'b1; 
                        endcase
                    end
                    default:   ctrlErr = 1'b1;   
                endcase 
            end
            default:   ctrlErr = 1'b1;
        endcase 
    end
endmodule
--- run.sh ---
#!/bin/bash
# OpenROAD 26Q1-2900-gdf79404cd8, Yosys 0.63+post, stock flow scripts
make -C /OpenROAD-flow-scripts/flow DESIGN_CONFIG=/design/flow/config.mk WORK_HOME=/design/flow/orfs finish
--- config.mk ---
export PLATFORM = sky130hd
export DESIGN_NAME = control
export DESIGN_NICKNAME = control
export VERILOG_FILES = /design/flow/design.v
export SDC_FILE = /design/flow/constraint.sdc
export NUM_CORES = 4
export LEC_CHECK = 1
export CORE_AREA = 10 10 70 70
export DIE_AREA = 0 0 80 80
--- constraint.sdc ---
current_design control

set clk_period 2.3
set clk_io_pct 0.2

create_clock -name clk0 -period $clk_period

set non_clock_inputs [all_inputs -no_clocks]
set_input_delay [expr $clk_period * $clk_io_pct] -clock clk0 $non_clock_inputs
set_output_delay [expr $clk_period * $clk_io_pct] -clock clk0 [all_outputs]
==> impl_metrics.tcl <==
# flow metrics
set metrics [dict create \
    status "completed" \
    dieWidth_um 80 \
    utilization_pct 24.3 \
    hold_depth 3 \
    grt_pass1_vias 529 \
    grt_max_degree 10 \
    placedInstanceArea_sq_um 822 \
    placed_cells 142 \
    drt_pass1_iterations 2 \
    grt_pass1_wl_mm 2.42 \
    synth.distinct_cells 27 \
    synthCells 57 \
    synth-main-ff-cell "dlxtn_1" \
    unclocked_pins 5 \
    numPortBuffers 27 \
    fill_cells 405 \
    hold_viol 0 \
    path_class "in -> out" \
    post-dp-hpwl_mm 1.29 \
    antenna_left 0 \
    wl_met2_um 646 \
    warnings 33 \
    drv_cap 0 \
    fp-row-count 21 \
    layout.area.comb_sq_um 287 \
    area_growth_pct 107 \
    synthDominantCellAreaShare_pct 18.8 \
    vdd_drop_max_mv 0.0718 \
    met3_length_um 92 \
    numSynthFlops 5 \
    layout_min_cycle_time_ns 2.23 \
    start_kind "primary input" \
    crit_required_ns 1.84 \
    fin_cells 142 \
    avgSynthCellArea_sq_um 7.02 \
    total_power_mw 0.117 \
    rsz0062_at_grt "false" \
    largest_area_cell "dlxtn_1" \
    min_path_type "in -> out" \
    routed-via-count 503 \
    drt_iter0_markers 2 \
    holdBufCountCts 0 \
    worstHoldStart "Instr[2]" \
    cts_setup_buffers 0 \
    diodes 0 \
    async_reset_ff_share_pct 0 \
    finalSetupTns_ns 0 \
    fp-utilization_pct 11.7 \
    synth-edff-count 0 \
    hold_end "Halt" \
    drc 0 \
    met1_length_um 695 \
    worstSetupEndpointType "primary output" \
    die_height_um 80 \
    grt.total_usage_pct 4.50 \
    ff_latch_area_sq_um 75.1 \
    layout-drive-gt1-share_pct 28.1 \
    pre_cts_ws_ns -0.314 \
    critical_path_arrival_ns 1.77 \
    antenna_found_initial 0 \
    overflow 0 \
    top_layer "met3" \
    vias_per_cell 3.54 \
    largest_register_ffs 5 \
    untimed_endpoints 10 \
    synth_area_sq_um 400 \
    p_per_area_nw_per_um2 141 \
    critPathMaxFanout 6 \
    report.final.slew_viol_count 0 \
    ys.warnings.count 1 \
    place.gp.congestion 0.829 \
    fmax_mhz 449 \
    fp.coreArea_sq_um 3420 \
    wl_mm 1.43 \
    p_leak_nw 0.358 \
    yosys_cells 57 \
    holdWs_ns 1.54 \
    finalCritPeriodShare_pct 96.8 \
    die_area_sq_um 6400 \
    timing.final.ws_setup_ns 0.0736 \
    yosys_area_sq_um 400 \
    fin_area_sq_um 830 \
    pin_count 28 \
    topCellsByArea "dlxtn_1, nor2_1, xor2_1" \
    post_drt_wl_per_cell_um 10.1 \
    setup_viol 0 \
]
-- where the power goes --
part | switching, mW | internal (mW)
Combinational | 0.0447 | 0.0684
Sequential | 0.000131 | 0.00404
Clock | 0 | 0
-- cell type report --
cell class | count | area share [%]
well taps | 46 | 6.94
repair buffers | 46 | 48.1
inverters | 3 | 1.36
flip-flops and latches | 5 | 9.05
multi-input cells | 42 | 34.5
-- logic make-up after synthesis --
family | Yosys count | share of synthesized area (%)
simple gates | 22 | 26.9
xor+xnor | 4 | 8.75
mux | 1 | 2.50
compound gates | 14 | 27.2
other cells | 1 | 0.937
buf+inv | 10 | 15.0
latches | 5 | 18.7
-- critical path: stages --
cell	delay [ns]
dlygate4sd2_1	0.30
buf_4	0.16
a32o_2	0.23
or2_1	0.20
clkdlybuf4s50_1	0.41
-- timing repair --
action	CTS	global route
hold endpoints to repair	0	0
setup endpoints to repair	15	7
gates resized	12	7
-- cells in the mapped netlist, drive strengths merged (2+ instances only) --
master and instances:
a21oi 3, buf 7, nand2b 2, a21boi 2
xor2 3, inv 3, dlxtn 5, nor2b 3
nor2 9, nor3 4, o21ai 2
-- layout by cell type (no fill, tap or decap) --
cell             Yosys  final
a2111oi_0            1      1
a21boi_0             2      1
a21boi_2             0      1
a21o_1               1      1
a21oi_1              3      3
a22oi_1              1      1
a32o_2               1      1
a32oi_1              1      1
buf_4                3     18
buf_6                1      1
clkbuf_2             0      3
clkdlybuf4s15_1      0      1
clkdlybuf4s50_1      0     21
conb_1               1      1
dlxtn_1              5      5
dlygate4sd2_1        0      2
inv_1                3      3
mux2i_1              1      1
nand2_1              1      1
nand2b_1             2      2
nor2_1               9      9
nor2b_1              3      2
nor2b_2              0      1
nor3_1               4      3
nor3_2               0      1
nor4_1               1      1
o21ai_0              2      2
o2bb2ai_1            1      1
o311ai_4             0      1
or2_1                1      1
or3_1                1      1
xnor2_1              1      1
xor2_1               3      3
-- layer usage --
layer  up-vias  global-route usage [%]
li1        279                       -
met1       207                    5.66
met2        17                    7.95
met3         0                    1.14
met4         0                       0
met5         -                       0
-- how the worst max path moves through the flow --
| stage | depth (start not counted) | slack (ns) | startpoint | end |
|---|---|---|---|---|
| 4_1_cts | 5 | -0.002 | Instr[2] | ALUSel |
| 5_1_grt | 5 | 0.008 | Instr[4] | ImmSel[0] |
| 6_report | 5 | 0.07 | Instr[4] | ImmSel[0] |
No activity file was given, so power comes from the tool's default toggle rates.
