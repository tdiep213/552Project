==> design/flow/constraint.sdc <==
current_design if_id

set clk_period 1.0
set clk_io_pct 0.2

create_clock -name clk0 -period $clk_period [get_ports {clk}]

set non_clock_inputs [all_inputs -no_clocks]
set_input_delay [expr $clk_period * $clk_io_pct] -clock clk0 $non_clock_inputs
set_output_delay [expr $clk_period * $clk_io_pct] -clock clk0 [all_outputs]
==> design/flow/design.v <==
`default_nettype none
module dff (q, d, clk, rst);
    output wire        q;
    input wire         d;
    input wire         clk;
    input wire         rst;
    reg            state;
    assign #(1) q = state;
    always @(posedge clk) begin
      state = rst? 0 : d;
    end
endmodule
`default_nettype wire
`default_nettype none
module dff_16 (
            q, err,
            d, clk, rst
            );
    parameter REG_WIDTH = 16;
    output wire[REG_WIDTH - 1 : 0]    q;
    output wire err;
    input wire [REG_WIDTH - 1 : 0]     d;
    input wire     clk;
    input wire     rst;
    dff ff16[REG_WIDTH - 1 : 0](.q(q), .d(d), .clk(clk), .rst(rst));
   assign err = |(q === 1'bx) ;
endmodule
`default_nettype wire
module if_id(InstrOut, ImmExtOut, PcOut, InstrIn, ImmExtIn, PcIn, clk, rst,
        LinkRegOut, WriteRegAddrOut, RegWriteOut, b_flagOut, j_flagOut,  
        LinkRegIn, WriteRegAddrIn, RegWriteIn, b_flagIn, j_flagIn,
        ALUSelOut,  
        ALUSelIn,
        MemEnableOut, MemWrOut, HaltOut,  
        MemEnableIn, MemWrIn, HaltIn,
        Val2RegOut,  
        Val2RegIn
);
    output wire[15:0] InstrOut, ImmExtOut, PcOut;
    input wire[15:0] InstrIn, ImmExtIn, PcIn;
    input wire[1:0] LinkRegIn;
    input wire[2:0] WriteRegAddrIn;
    input wire RegWriteIn, b_flagIn, j_flagIn;                           
    input wire ALUSelIn;                             
    input wire MemEnableIn, MemWrIn, HaltIn;         
    input wire Val2RegIn;                            
    output wire[1:0] LinkRegOut;
    output wire[2:0] WriteRegAddrOut;
    output wire  RegWriteOut, b_flagOut, j_flagOut;  
    output wire ALUSelOut;  
    output wire MemEnableOut, MemWrOut, HaltOut;  
    output wire Val2RegOut;  
    input wire clk, rst;
    dff_16 Instruction(.q(InstrOut), .err(), .d(InstrIn), .clk(clk), .rst(rst));
    dff_16 Immediate(.q(ImmExtOut), .err(), .d(ImmExtIn), .clk(clk), .rst(rst));
    dff_16 ProgCnt(.q(PcOut), .err(), .d(PcIn), .clk(clk), .rst(rst));
    dff ID_cntrl[7:0](.q({LinkRegOut, WriteRegAddrOut, RegWriteOut, b_flagOut, j_flagOut}),  .d({LinkRegIn, WriteRegAddrIn, RegWriteIn, b_flagIn, j_flagIn}), .clk(clk) , .rst(rst));
    dff EX_cntrl(.q(ALUSelOut),  .d(ALUSelIn), .clk(clk), .rst(rst));
    dff MEM_cntrl[2:0](.q({MemEnableOut, MemWrOut, HaltOut}),  .d({MemEnableIn, MemWrIn, HaltIn}), .clk(clk), .rst(rst));
    dff WB_cntrl(.q(Val2RegOut),  .d(Val2RegIn), .clk(clk), .rst(rst));
endmodule
==> design/flow/config.mk <==
export PLATFORM = sky130hd
export DESIGN_NAME = if_id
export DESIGN_NICKNAME = if_id
export VERILOG_FILES = /design/flow/design.v
export SDC_FILE = /design/flow/constraint.sdc
export NUM_CORES = 4
export LEC_CHECK = 1
export CORE_AREA = 10 10 109 109
export DIE_AREA = 0 0 119 119
==> design/flow/run.sh <==
#!/bin/bash
# OpenROAD 26Q1-2900-gdf79404cd8, Yosys 0.63+post, stock flow scripts
make -C /OpenROAD-flow-scripts/flow DESIGN_CONFIG=/design/flow/config.mk WORK_HOME=/design/flow/orfs finish
==> results_dict.tcl <==
# flow metrics
set metrics [dict create \
    outcome "complete, no violations" \
    drv_slew 0 \
    gp_congestion 0.648 \
    syn2layout_area_growth_pct 46.0 \
    crit_required_ns 0.80 \
    htree_levels 3 \
    critPathBufInv 1 \
    worst-setup-path-type "register to output port" \
    slew_headroom_pct 90.3 \
    synth-seq-cells 61 \
    setup_ws_ns 0.0451 \
    die_h_microns 119 \
    antenna_found_initial 0 \
    grt_pass1_wl_mm 8.04 \
    tightestPinTransition_ns 0.146 \
    dp_slack_ns -0.0126 \
    numCtsBuffers 9 \
    timing.hold.ws_ns 0.286 \
    max_freq_mhz 1050 \
    grt-ovfl-total 0 \
    dp.cells 380 \
    cp.arrival_ns 0.75 \
    drive_gt1_share_pct 33.1 \
    clock_path_buffers 2 \
    placementRows 36 \
    slowest_delay_ns 0.31 \
    routed_wl_mm 5.16 \
    num_vias 1287 \
    grt_max_degree 33 \
    hold_viol 0 \
    synth.yosys.seq_area_share_pct 60.1 \
    nFillCells 1030 \
    avgSynthCellArea_sq_um 11.2 \
    hold_class "input port to register" \
    final_common_cell "buf_2" \
    grt_pass1_vias 1385 \
    core_sq_um 9640 \
    cp_top_family "flip-flops" \
    synthCells 181 \
    powerDensity_nw_per_um2 1860 \
    crit_path_top_delay_cell "dfxtp_2" \
    die_area_sq_um 14200 \
    clkSinkCount 61 \
    path_cells "buf_2" \
    fp_util_pct 21.1 \
    warnings 26 \
    ys_area_sq_um 2030 \
    io_pins 124 \
    tns_ns 0 \
    root_buffer "clkbuf_8" \
    drtPass1Iterations 2 \
    cts_tree "done" \
    layout_top_cells "62 x buf_2, 61 x nor2b_1, 61 x clkdlybuf4s50_1, 53 x dfxtp_1, 11 x clkbuf_8" \
    postCtsSetupBuffers 0 \
    end_kind "output port" \
    ys_cells 181 \
    diodes 0 \
    yosys_warnings 1 \
    final_cell_count_no_fill 396 \
    drtAntennaViolNets 0 \
    place_hpwl_mm 4.18 \
    io_buffers 123 \
    ys_types 4 \
    drc 0 \
    cp_max_fo 1 \
    finalCritPeriodShare_pct 95.5 \
    setup_viol 0 \
    wl_per_cell_microns 13.0 \
    hold-path-endpoint "Instruction.ff16[9].state$_SDFF_PP0_" \
    fin_util_pct 30.8 \
    hp-start "rst" \
    worstSetupStartpointType "register" \
    first_iter_violations 53 \
    post_synth_instance_area_sq_um 2030 \
    vdd_drop_max_mv 0.662 \
    cts.clk_slew.worst_paths_ns 0.07 \
    die_x_microns 119 \
    gr-usage-all-layers_pct 7.17 \
    grt_setup_unrepaired "true" \
    crit_cells 1 \
    fin_crit_ns 0.955 \
    cap_violations 0 \
    vias_per_cell 3.25 \
    whs_path_depth 3 \
    p_leak_nw 1.31 \
]
## layout make-up
cell class	instances	area, sq um	area share (%)
flip-flops and latches	61	1230	41.5
clock buffers	12	155	5.23
multi-input cells	61	382	12.9
well taps	133	166	5.61
clock inverters	4	70.1	2.36
repair buffers	125	961	32.4
## logic make-up after synthesis
group | count (synthesis) | synth area share [%]
buf+inv | 59 | 21.1
simple gates | 61 | 18.8
flops | 61 | 60.1
## flip-flops by register name, summed over array words and instances (netlist names)
signal and flops:
Instruction.ff16.state 16, Immediate.ff16.state 16, WB_cntrl.state 1, ID_cntrl.state 8, EX_cntrl.state 1, ProgCnt.ff16.state 16, MEM_cntrl.state 3
## Yosys cell counts
cell type | count | area (sq um)
nor2b_1 | 61 | 382
dfxtp_1 | 61 | 1220
buf_4 | 53 | 398
buf_2 | 6 | 30.0
## worst max path at each step
stage,from,end,slack [ns]
4_1_cts,ProgCnt.ff16[9].state$_SDFF_PP0_,PcOut[9],0.01
5_1_grt,ProgCnt.ff16[6].state$_SDFF_PP0_,PcOut[6],-0.003
6_report,ProgCnt.ff16[9].state$_SDFF_PP0_,PcOut[9],0.05
## metal layers
| metal | global-route usage, % | vias up | routed length, microns |
|---|---|---|---|
| li1 | - | 643 | - |
| met1 | 8.01 | 581 | 1930 |
| met2 | 12.6 | 57 | 2720 |
| met3 | 2.97 | 6 | 411 |
| met4 | 1.30 | 0 | 99 |
| met5 | 0 | - | 0 |
## power by group
part	switching [mW]	internal, mW	total, mW
sequential	0.0255	2.56	2.59
clock	0.911	1.53	2.44
combinational	0.117	0.361	0.478
## metrics by stage
stage / cell area (sq um) / power [mW]
after global routing: 2970 / 5.82
after detailed placement: 3040 / 3.26
after global placement: 3040 / 3.26
after floorplan: 2030 / 2.87
final: 2970 / 5.51
after CTS: 2960 / 5.63
## repair_timing
action / in CTS / in global routing
pin swaps: 0 / 0
setup endpoints to repair: 61 / 2
gates cloned: 0 / 0
hold buffers: 0 / 0
gates resized: 201 / 2
No activity file was given, so power comes from the tool's default toggle rates.
